## /design/flow/design.v

```verilog
`default_nettype none
module Uart(
    input wire clk,
    input wire rst,
    input wire write_enable,
    input wire [7:0] data,
    input wire [15:0] baud_max,
    input wire rx,
    input wire negate_read_ready,
    output logic tx,
    output logic busy,
    output logic read_ready,
    output logic [7:0] rx_data,
    output logic outValid
); 
    logic [15:0] baud_counter;
    logic baud_clk = 1'b0;
    logic isRead;
    bit [4:0] tx_counter;   
    bit [9:0] tx_data;   
    bit [4:0] rx_counter;
    always_ff @(posedge clk) begin
        if (rst) begin
            baud_counter <= 16'b0;
            baud_clk <= 1'b0;
            tx_counter <= 0;
            tx_data <= '1;
            busy <= 1'b0;
            tx <= 1'b1;
            read_ready <= 1'b0;
            isRead <= 1'b0;
            outValid <= 1'b0;
            rx_counter <= '1;
            rx_data <= '1;
        end else begin
            if (baud_counter == baud_max-1) begin
                baud_counter <= 16'b0;
                baud_clk <= ~baud_clk;
                tx_counter <= (tx_counter == 0) ? 0 : tx_counter - 1;
                if (tx_counter == 0 && busy) begin
                    busy <= 1'b0;
                end
                if(tx_counter == 5'd10 && busy) begin
                    tx_data <= {1'b1,data,1'b0};
                end else begin
                    tx_data <= 8'($signed(tx_data) >>> 1);
                end
                tx <= tx_data[0];
                if(!rx && !isRead) begin
                    rx_counter <= 5'd8;
                    isRead <= 1'b1;
                end else begin
                    rx_counter <= rx_counter - 1;
                    rx_data <= $signed({rx,rx_data}) >>> 1;
                    if(rx_counter == 1 && isRead) begin
                        outValid <= 1'b1;
                    end
                    if(rx_counter == 0 && isRead) begin
                        isRead <= 1'b0;
                        outValid <= 1'b0;
                        read_ready <= 1'b1;
                    end
                end
            end else begin
                baud_counter <= baud_counter + 1;
            end
            if (write_enable && !busy) begin
                tx_counter <= 5'd10;
                busy <= 1'b1;
            end
            if(negate_read_ready) begin
                read_ready <= 1'b0;
            end
        end
    end
endmodule
`default_nettype wire
```

## /design/flow/run.sh

```bash
#!/bin/bash
# OpenROAD 26Q1-2900-gdf79404cd8, Yosys 0.63+post, stock flow scripts
make -C /OpenROAD-flow-scripts/flow DESIGN_CONFIG=/design/flow/config.mk WORK_HOME=/design/flow/orfs finish
```

## /design/flow/config.mk

```make
export PLATFORM = sky130hd
export DESIGN_NAME = Uart
export DESIGN_NICKNAME = Uart
export VERILOG_FILES = /design/flow/design.v
export SDC_FILE = /design/flow/constraint.sdc
export NUM_CORES = 4
export LEC_CHECK = 1
export CORE_UTILIZATION = 50
```

## /design/flow/constraint.sdc

```tcl
current_design Uart

set clk_period 7.8
set clk_io_pct 0.2

create_clock -name clk0 -period $clk_period [get_ports {clk}]

set non_clock_inputs [all_inputs -no_clocks]
set_input_delay [expr $clk_period * $clk_io_pct] -clock clk0 $non_clock_inputs
set_output_delay [expr $clk_period * $clk_io_pct] -clock clk0 [all_outputs]
```

==> impl_metrics.yaml <==
# flow metrics
drt:
  ant_nets: 0
  viasPerCell: 5.42
  wire_per_inst_um: 12.3
  drt-met1-wl_mm: 2.73
  highest_layer: "met4"
  first_iter_violations: 92
  num_antenna_cells: 0
  dr_wl_met3_um: 205
  drcViolationCount: 0
  dr.pass1.iters: 4
  met2WireLength_mm: 2.45
  num_vias: 2418
  routed_wl_mm: 5.51
cts:
  holdBufCountCts: 0
  clk_latency_ps: 300
  cts_setup_buffers: 0
  cts_buffers: 5
  htree_levels: 2
  cts-root-buf: "clkbuf_8"
  cts_sinks: 48
  path_clk_slew_ps: 90
  clk_path_buf_depth: 2
  cts_tree: "built"
  cts_repair_resize_count: 0
yosys:
  yosys_cells: 339
  common_cells: "dfxtp_1, nor2_1, nand2_1"
  largest_area_cell: "dfxtp_1"
  synth_area_mm2: 0.00282
  top_cells_by_area: "dfxtp_1, mux2i_1, nor2_1"
  flop_cell: "dfxtp_1"
  yosys_warnings: 1
  ys_ff: 48
  top_area_frac: 0.341
  edf_count: 0
  yosys-stat-area_mm2: 0.00282
  yosysMostFrequentCell: "dfxtp_1"
  syn_avg_cell_area_um2: 8.32
  async_flop_share: 0
  synth_seq_share: 0.341
  synth_cell_types: 60
  synth_cells: 339
timing:
  rsz0062_at_grt: "no"
  period_minus_slack_ps: 4860
  slew_viol_final: 0
  setup-violations-final: 0
  worst_pin_slew_ps: 880
  fmax_mhz: 206
  period_used_share: 0.624
  hold_ws_ps: 463
  setup_tns_ps: 0
  slew_headroom: 0.405
  timing.final.ws_setup_ps: 2940
  clock_skew_ps: 7.13
  hold_viol_final: 0
setup_path:
  rrSetupSlack_ps: 4860
  r2r-end: "baud_counter[12]"
  reg2reg_from: "baud_counter[2]"
  crit_type: "in2reg"
  start_kind: "primary input"
  r2r_cells: 8
  arrival_ps: 5040
  path_max_fanout: 35
  worstSetupEndpointType: "flop"
  required_ps: 7970
global_routing:
  grtUsageTotal: 0.200
  grt_max_degree: 36
  grt_pass1_wl_mm: 9.69
  antenna_found_initial: 0
  grt_pass1_vias: 2201
  globalRouteOverflowTotal: 0
placed_design:
  dp_hpwl_mm: 3.88
  placed_cell_area_mm2: 0.00324
  gp_congestion: 0.856
  io_buffers: 40
  pre_cts_ws_ps: 2610
power_and_ir_drop:
  irDropWorstVdd_mv: 0.134
  p_leak_uw: 0.00131
  power_density_mw_per_mm2: 149
worst_hold_path:
  min_path_type: "reg2reg"
  holdPathStages: 2
  holdPathEnd: "tx_counter[4]"
  hold_start: "tx_counter[4]"
final_layout:
  layout-drive-gt1-share: 0.0505
  design_area_mm2: 0.00337
  area_delta_synth_final_pct: 19.4
  fillCellCount: 507
  logic_area_mm2: 0.00172
  ff_latch_area_um2: 961
floorplan:
  core_area_mm2: 0.00527
  fp_util: 0.535
  die-area_mm2: 0.00595
  ios: 41
  die.size.y_um: 77.1
  die_w_um: 77.1
  rows: 26
job:
  cap_violations: 0
  warning_count: 29
run_status:
  status: "finished, final reports clean"
==> logic make-up after synthesis <==
group                    count (synthesis)  share of synthesized area
adder cells (fa/ha/maj)                  7                     0.0310
flip-flops                              48                      0.341
multiplexers                            19                     0.0674
buffers and inverters                   28                     0.0492
XOR/XNOR                                32                      0.107
AND-OR/OR-AND                           46                      0.129
AND/OR/NAND/NOR                        159                      0.276
==> cells in the final DEF (no fill, tap or decap), types with 4 or more instances in the layout <==
cell type / synthesis / routed
clkbuf_8: 0 / 7
clkdlybuf4s50_1: 0 / 40
inv_1: 14 / 14
dfxtp_1: 48 / 48
ha_1: 7 / 7
a21oi_1: 6 / 6
xor2_1: 14 / 14
a31oi_1: 4 / 4
nand4_1: 6 / 6
nor4_1: 5 / 5
xnor2_1: 16 / 16
mux2i_1: 19 / 19
nand2_1: 41 / 41
nor2_1: 47 / 47
nor3_1: 13 / 13
and3_1: 5 / 5
nand3_1: 17 / 17
==> critical path, cell delays in order <==
cell	delay [ps]
clkdlybuf4s50_1	600
inv_1	70
ha_1	340
xor2_1	210
or3_1	320
a32o_1	260
or4_4	430
a2111oi_4	200
buf_4	420
or2_1	520
nor2_1	100
==> metrics by stage <==
stage / utilization / power [uW] / instances
final: 0.639 / 501 / 446
after global routing: 0.639 / 523 / 446
after CTS: 0.639 / 507 / 446
after detailed placement: 0.615 / 314 / 438
after global placement: 0.615 / 314 / 438
after floorplan: - / 288 / 339
==> report_power, final <==
part	internal, uW	total, uW	switching [uW]
combinational	28.1	57.2	29.0
clock	113	192	79.1
sequential	247	251	3.87
total	389	501	112
==> worst max path at each step <==
stage,from,end,slack [ps],cells after the start
CTS,baud_max[0],baud_counter[12],2930,11
global route,baud_max[0],baud_counter[2],2670,11
finish,baud_max[0],baud_counter[12],2940,11
==> cell type report <==
| class | count | share of cell area |
|---|---|---|
| clock inverter | 1 | 0.00892 |
| clock buffer | 7 | 0.0286 |
| timing repair buffer | 42 | 0.123 |
| tap | 70 | 0.0260 |
| sequential | 48 | 0.285 |
| multi-input combinational | 263 | 0.511 |
| inverter | 15 | 0.0167 |
==> metal layers <==
| layer | global-route usage | vias to the layer above |
|---|---|---|
| li1 | - | 1262 |
| met1 | 0.293 | 1100 |
| met2 | 0.320 | 43 |
| met3 | 0.0266 | 13 |
| met4 | 0.0434 | 0 |
| met5 | 0 | - |
==> flip-flops by register name (all words and copies together), names as in the netlist <==
name and cells:
tx 1, read_ready 1, tx_data 9, baud_counter 16
tx_counter 5, busy 1, rx_counter 5, isRead 1
rx_data 8, outValid 1
Power is estimated from default activity; no workload was simulated.
