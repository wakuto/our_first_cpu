[/design/flow/config.mk]
export PLATFORM = sky130hd
export DESIGN_NAME = GPIO
export DESIGN_NICKNAME = GPIO
export VERILOG_FILES = /design/flow/design.v
export SDC_FILE = /design/flow/constraint.sdc
export NUM_CORES = 4
export LEC_CHECK = 1
export CORE_UTILIZATION = 30
[/design/flow/constraint.sdc]
current_design GPIO

set clk_period 1.0
set clk_io_pct 0.2

create_clock -name clk0 -period $clk_period [get_ports {clk}]

set non_clock_inputs [all_inputs -no_clocks]
set_input_delay [expr $clk_period * $clk_io_pct] -clock clk0 $non_clock_inputs
set_output_delay [expr $clk_period * $clk_io_pct] -clock clk0 [all_outputs]
[/design/flow/design.v]
`default_nettype none
module GPIO (
    input  wire         clk,
    input  wire         rst,
    input  wire [31:0]  write_data,
    output reg [31:0]   read_data,
    input wire write_enable,
    output reg [31:0]   gpio_out,
    input  wire [31:0]  gpio_in 
);
    reg [31:0] gpio_out_reg;
    reg [31:0] gpio_read_reg;
    always_ff @(posedge clk) begin
        if (rst) begin
            gpio_read_reg  <= 32'h0;
        end else begin
            gpio_read_reg  <= gpio_in;
        end
    end
    always_ff @(posedge clk) begin
        if (rst) begin
            gpio_out_reg <= 32'h0;
        end else if (write_enable) begin
            gpio_out_reg <= write_data;
        end
    end
    always_comb begin
        gpio_out = gpio_out_reg;
        read_data = gpio_read_reg;
    end
endmodule
`default_nettype wire
[/design/flow/run.sh]
#!/bin/bash
# OpenROAD 26Q1-2900-gdf79404cd8, Yosys 0.63+post, stock flow scripts
make -C /OpenROAD-flow-scripts/flow DESIGN_CONFIG=/design/flow/config.mk WORK_HOME=/design/flow/orfs finish
==> impl_metrics.prom <==
# HELP chip_impl_metric Synthesis and place-and-route metrics
# TYPE chip_impl_metric gauge
chip_impl_metric{name="swShare",unit="%"} 19.5
chip_impl_metric{name="cts-buffers-inserted",unit=""} 9
chip_impl_metric{name="synth.cell_area",unit="µm²"} 2030
chip_impl_metric{name="post_synth_cell_types",unit=""} 7
chip_impl_metric{name="switching_power",unit="mW"} 1.12
chip_impl_metric{name="placed_cells",unit=""} 372
chip_impl_metric{name="placementRows",unit=""} 29
chip_impl_metric{name="grt_start_max_net_pins",unit=""} 30
chip_impl_metric{name="drt-initial-drc-count",unit=""} 66
chip_impl_metric{name="layout_area_growth_over_synthesis",unit="%"} 63.6
chip_impl_metric{name="fin_hold_ws",unit="ns"} 0.287
chip_impl_metric{name="simple_gate_share",unit="%"} 15.8
chip_impl_metric{name="clock_insertion_delay_worst_skew",unit="ns"} 0.33
chip_impl_metric{name="yosysWarnings",unit=""} 1
chip_impl_info{name="critical_path.top_delay_family",value="flip-flops"} 1
chip_impl_metric{name="num-fill-cells",unit=""} 593
chip_impl_metric{name="clock_sinks",unit=""} 64
chip_impl_metric{name="power.density_cell_area",unit="nW/µm²"} 1730
chip_impl_metric{name="placedInstanceArea",unit="µm²"} 3380
chip_impl_metric{name="preCtsSetupSlack",unit="ns"} 0.00675
chip_impl_info{name="worstHoldPathType",value="in -> reg"} 1
chip_impl_info{name="path_cells",value="buf_2"} 1
chip_impl_metric{name="die.size.x",unit="µm"} 84.2
chip_impl_info{name="startpoint_kind_of_the_worst_setup_timing_path",value="flip-flop"} 1
chip_impl_metric{name="bufs_on_longest_clock_path",unit=""} 2
chip_impl_metric{name="cts-htree-levels",unit=""} 3
chip_impl_metric{name="global_route.overflow_total",unit=""} 0
chip_impl_metric{name="log.warning_count",unit=""} 26
chip_impl_info{name="layout.cells.most_common_list",value="sky130_fd_sc_hd__buf_2 (66), sky130_fd_sc_hd__clkdlybuf4s50_1 (64)"} 1
chip_impl_metric{name="via_count",unit=""} 1582
chip_impl_metric{name="maxCapViolCount",unit=""} 0
chip_impl_metric{name="ctsHoldBuffers",unit=""} 0
chip_impl_metric{name="via_count_of_the_first_global_routing_pass",unit=""} 1524
chip_impl_info{name="layout_top_cell",value="sky130_fd_sc_hd__buf_2"} 1
chip_impl_info{name="post_synth_main_logic_family",value="multiplexers"} 1
chip_impl_metric{name="xor_share",unit="%"} 0
chip_impl_metric{name="relSlewSlack",unit="%"} 87.1
chip_impl_info{name="worstSetupPathType",value="reg -> out"} 1
chip_impl_metric{name="route.antenna.diode_count",unit=""} 0
chip_impl_metric{name="detail_route.wirelength",unit="µm"} 4570
chip_impl_metric{name="setup-tns-final",unit="ns"} 0
chip_impl_metric{name="clock_power_share",unit="%"} 41.3
chip_impl_metric{name="critical_path_fanout_max",unit=""} 2
chip_impl_metric{name="timing.critical_path.buf_inv",unit=""} 1
chip_impl_metric{name="worst-endpoint-required",unit="ns"} 0.80
chip_impl_metric{name="min_period_over_period",unit="%"} 94.8
chip_impl_metric{name="post_synthesis_sequential_element_count",unit=""} 64
chip_impl_metric{name="fin_hold_viols",unit=""} 0
chip_impl_metric{name="grt_pass1_wl",unit="µm"} 7340
chip_impl_metric{name="cellLeakagePower",unit="nW"} 1.58
chip_impl_metric{name="postSynthCellCount",unit=""} 171
chip_impl_metric{name="combinationalPowerShare",unit="%"} 10.8
chip_impl_info{name="crit_slowest_cell",value="sky130_fd_sc_hd__dfxtp_2"} 1
chip_impl_metric{name="fin_util",unit="%"} 51.7
chip_impl_metric{name="post_drt_wl_per_cell",unit="µm"} 11.8
chip_impl_info{name="cts.root.buffer_cell",value="sky130_fd_sc_hd__clkbuf_8"} 1
chip_impl_metric{name="synth_compound_gate_area_share",unit="%"} 0
chip_impl_metric{name="sequential_cell_area",unit="µm²"} 1320
chip_impl_metric{name="final_cell_area",unit="µm²"} 3320
chip_impl_metric{name="final_layout_size_suffix_gt1_share",unit="%"} 37.3
chip_impl_metric{name="comb_area",unit="µm²"} 641
chip_impl_metric{name="ys_sh_adder",unit="%"} 0
chip_impl_metric{name="post_synth_mux_area_share",unit="%"} 15.8
chip_impl_metric{name="synth.avg_cell_area",unit="µm²"} 11.9
chip_impl_info{name="tritoncts",value="done"} 1
chip_impl_metric{name="sequentialPowerShare",unit="%"} 47.9
chip_impl_info{name="critical_path.endpoint_type",value="output port"} 1
chip_impl_info{name="outcome",value="finished, final reports clean"} 1
chip_impl_metric{name="fmaxAchievable",unit="GHz"} 1.05
chip_impl_metric{name="timing_worst_slew_pin_value",unit="ns"} 0.193
chip_impl_metric{name="irDropWorstVdd",unit="mV"} 0.734
chip_impl_metric{name="yosys-stat-area",unit="µm²"} 2030
chip_impl_metric{name="report.power.total",unit="mW"} 5.74
chip_impl_metric{name="drt-pass1-iter-count",unit=""} 21
chip_impl_metric{name="grt.total_usage",unit="%"} 13.4
chip_impl_metric{name="slew_viol_final",unit=""} 0
chip_impl_metric{name="gp_routability_congestion",unit=""} 0.800
chip_impl_metric{name="power.internal",unit="mW"} 4.62
chip_impl_metric{name="period_needed",unit="ns"} 0.948
chip_impl_metric{name="final.setup.worst_slack",unit="ns"} 0.0516
chip_impl_metric{name="detailedPlacementHpwl",unit="µm"} 3230
chip_impl_metric{name="cts.reportedPaths.clkPinSlew",unit="ns"} 0.07
chip_impl_metric{name="number_of_top_level_design_ports",unit=""} 131
chip_impl_metric{name="dieHeight",unit="µm"} 84.2
chip_impl_metric{name="timing.critical_path.slowest_cell_delay",unit="ns"} 0.32
chip_impl_metric{name="io_buffers",unit=""} 130
chip_impl_metric{name="timing.critical_path.arrival",unit="ns"} 0.75
chip_impl_metric{name="postRouteAntennaNets",unit=""} 0
chip_impl_metric{name="postSynthSeqShare",unit="%"} 63.2
chip_impl_metric{name="drc",unit=""} 0
chip_impl_metric{name="route.detailed.vias_per_inst",unit=""} 4.08
chip_impl_metric{name="fin_cells",unit=""} 388
chip_impl_metric{name="initial_core_util",unit="%"} 31.6
chip_impl_metric{name="finClkSkew",unit="ns"} 0
chip_impl_metric{name="grt_antenna_before_repair",unit=""} 0
chip_impl_info{name="setup_repair_after_global_routing_missed_its_margin",value="yes"} 1
chip_impl_metric{name="floorplan.die_area",unit="µm²"} 7090
chip_impl_metric{name="setup_viol",unit=""} 0
chip_impl_metric{name="yosys_cells",unit=""} 171
chip_impl_metric{name="core",unit="µm²"} 6420
==> repair_timing <==
| action | in CTS | in global routing |
|---|---|---|
| gates resized | 224 | 0 |
| setup endpoints to repair | 64 | 1 |
| buffers inserted | 0 | 0 |
| pin swaps | 0 | 0 |
==> layout make-up <==
| type | count | share of cell area [%] |
|---|---|---|
| Tap cell | 77 | 2.90 |
| Multi-Input combinational cell | 96 | 19.3 |
| Sequential cell | 64 | 39.8 |
| Timing Repair Buffer | 135 | 31.5 |
| Clock buffer | 13 | 4.49 |
| Clock inverter | 3 | 1.96 |
==> cells in the mapped netlist <==
library cell,number,area share [%]
sky130_fd_sc_hd__buf_12,3,3.0
sky130_fd_sc_hd__buf_6,1,0.56
sky130_fd_sc_hd__mux2i_1,32,16
sky130_fd_sc_hd__buf_2,7,1.7
sky130_fd_sc_hd__nor2b_1,32,9.9
sky130_fd_sc_hd__nor2_1,32,5.9
sky130_fd_sc_hd__dfxtp_1,64,63
==> metal layers <==
metal	wire length (µm)	up-vias	track usage, %
li1	-	810	-
met1	1920	681	19.1
met2	2000	79	19.5
met3	537	12	5.98
met4	104	0	2.98
met5	0	-	0
==> power by group through the flow <==
stage	logic, mW	clock network [mW]	registers, mW
6_report	0.618	2.37	2.75
5_1_grt	0.684	2.61	2.77
4_1_cts	0.632	2.47	2.75
==> path summary, 6_finish.rpt <==
| check | end | start | depth (start not counted) | slack [ns] |
|---|---|---|---|---|
| max | gpio_out[21] | gpio_out_reg[21] | 1 | 0.05 |
| min reg2reg | gpio_out_reg[17] | gpio_out_reg[17] | 2 | 0.48 |
| max reg2reg | gpio_out_reg[3] | gpio_out_reg[3] | 2 | 0.39 |
| min | gpio_out_reg[17] | rst | 3 | 0.29 |
==> logic make-up (layout without fill, tap and decap cells) <==
kind of cell,Yosys count,after routing
muxes,32,32
DFF,64,64
buffers and inverters,11,151
and+or+nand+nor,64,64
Power and IR drop assume default switching activity.
